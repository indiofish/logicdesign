## design/flow/design.v

```verilog
module Day(
  output reg [3:0]FirstLetter,SecondLetter,ThirdLetter,FourthLetter,
  input[2:0] curDay,
  input start_resume,resetTime,stop,clk,setValue
);
reg clkcount=1'b0;
reg [2:0]current, next;
parameter mon=3'b000,
  tue=3'b001,
  wed=3'b010,
  thu=3'b011,
  fri=3'b100,
  sat=3'b101,
  sun=3'b110,
  C_SPACE=4'b0000,
  C_A=4'b0001,
  C_D=4'b0010,
  C_E=4'b0011,
  C_F=4'b0100,
  C_H=4'b0101,
  C_I=4'b0110,
  C_N=4'b0111,
  C_O=4'b1000,
  C_P=4'b1001,
  C_R=4'b1010,
  C_S=4'b1011,
  C_T=4'b1100,
  C_U=4'b1101;
always @(posedge clkcount)
begin
  if(current==mon)
  begin
    FirstLetter=C_N;
    SecondLetter=C_N;
    ThirdLetter=C_O;
    FourthLetter=C_N;
    next=current+1;
  end
  else if(current==tue)
  begin
    FirstLetter=C_T;
    SecondLetter=C_U;        
    ThirdLetter=C_E;
    FourthLetter=C_SPACE;
    next=current+1;
  end
  else if(current==wed)
  begin
    FirstLetter=C_U;        
    SecondLetter=C_U;        
    ThirdLetter=C_E;        
    FourthLetter=C_D;        
    next=current+1;
  end
  else if(current==thu)
  begin
    FirstLetter=C_T;        
    SecondLetter=C_H;        
    ThirdLetter=C_U;        
    FourthLetter=C_SPACE;        
    next=current+1;
  end
  else if(current==fri)
  begin
    FirstLetter=C_F;        
    SecondLetter=C_R;
    ThirdLetter=C_I;
    FourthLetter=C_SPACE;
    next=current+1;
  end
  else if(current==sat)
  begin
    FirstLetter=C_S;
    SecondLetter=C_A;
    ThirdLetter=C_T;
    FourthLetter=C_SPACE;
    next=current+1;
  end
  else 
  begin
    FirstLetter=C_S;
    SecondLetter=C_U;
    ThirdLetter=C_N;
    FourthLetter=C_SPACE;
    next=mon;
  end
end
always @(posedge clk)
begin
  begin
    if  (resetTime == 1)
      current <= mon;
    if (setValue == 1) 
    begin
      current <= curDay;
    end
    else if(clkcount==0)
    begin
      clkcount<=1'b1;
      current<=next;
    end
    else
    begin
      clkcount<=clkcount - 1;
      current<=current;
    end
  end
end
endmodule
```

## design/flow/run.sh

```bash
#!/bin/bash
# OpenROAD 26Q1-2900-gdf79404cd8, Yosys 0.63+post, stock flow scripts
make -C /OpenROAD-flow-scripts/flow DESIGN_CONFIG=/design/flow/config.mk WORK_HOME=/design/flow/orfs finish
```

## design/flow/config.mk

```make
export PLATFORM = sky130hd
export DESIGN_NAME = Day
export DESIGN_NICKNAME = Day
export VERILOG_FILES = /design/flow/design.v
export SDC_FILE = /design/flow/constraint.sdc
export NUM_CORES = 4
export LEC_CHECK = 1
export CORE_AREA = 10 10 70 70
export DIE_AREA = 0 0 80 80
```

## design/flow/constraint.sdc

```tcl
current_design Day

set clk_period 2.0
set clk_io_pct 0.2

create_clock -name clk0 -period $clk_period [get_ports {clk}]

set non_clock_inputs [all_inputs -no_clocks]
set_input_delay [expr $clk_period * $clk_io_pct] -clock clk0 $non_clock_inputs
set_output_delay [expr $clk_period * $clk_io_pct] -clock clk0 [all_outputs]
```

==> GITHUB_STEP_SUMMARY <==
## Synthesis and layout report

| Metric | Value |
|---|---|
| Simple-gate share of the synthesized area | `5.73%` |
| Mapped Cells | `65` |
| First-pass detailed-route iteration total | `3` |
| Critical path's top delay family | `buffers and inverters` |
| Cell count after placement | `124` |
| Chip area line of the yosys report | `742 sq um` |
| Cts hold-fix bufs | `0` |
| Ant diodes | `0` |
| First-pass GRT wire length | `between 1500 and 2000 microns` |
| Int Pwr | `0.243 mW` |
| Longest Clk Path Bufs | `2` |
| Max FO, Critical Path | `4` |
| Seq pwr share | `a little over two fifths` |
| Ys cells | `65` |
| Synth-to-Final Area Change | `31.7%` |
| Switch share | `26.4%` |
| GP Congestion | `0.759` |
| Ratio of cells with drive above 1 in the final layout | `about a tenth` |
| Worst flop-to-flop path endpoint | `current[0]$_DFFE_PP_` |
| Post-Layout Cell Count | `127` |
| XORs/XNORs by Area | `0%` |
| Endpoints left unconstrained | `31` |
| Setup TNS | `0 ns` |
| Worst min-delay path class | `reg -> reg` |
| Critical hold path startpoint | `clkcount$_SDFFCE_PN1N_` |
| TritonCTS clock tree | `done` |
| Initial antenna violation count | `0` |
| Slowest cell on the critical path | `clkdlybuf4s50_1` |
| WS Path Type | `in -> reg` |
| Reg2Reg Depth | `1` |
| Area fraction in compound gates | `approximately an eighth` |
| Period utilization | `66.7%` |
| Post-CTS setup buffers | `0` |
| Vias post-DR | `472` |
| Drc violations | `0` |
| Tmin final | `1.33 ns` |
| Worst setup SP type | `input pin` |
| Number of buffers and inverters on the critical path | `1` |
| Max H-tree Level | `1` |
| Number of synthesis warnings | `1` |
| Dominant comb cell | `AND-OR/OR-AND gates` |
| Number of global-route vias before repair | `about 440` |
| WHS | `around 0.81 ns` |
| Synthesized area | `742 sq um` |
| Total power | `around 0.33 mW` |
| Fmax | `0.749 GHz` |
| Critical path, cell by cell | `clkdlybuf4s50_1 > mux2_2` |
| Total gr overflow | `0` |
| Init Core Util | `between 20% and 30%` |
| Cell row count | `21` |
| Via/cell ratio | `3.72` |
| Yosys adder share | `8.43%` |
| Port Buffers | `19` |
| Reg2Reg Setup Slack | `approximately 0.9 ns` |
| Worst path max stage delay | `around 0.56 ns` |
| P_sw | `0.0872 mW` |
| Avg Inst Size Synth | `between 10 and 15 sq um` |
| Routed Antenna Nets | `0` |
| Post-CTS resize count | `0` |
| OpenROAD warnings | `31` |
| Max-cap violations | `0` |
| Root Buffer | `clkbuf_4` |
| Final setup fails | `0` |
| Worst Hold Path EP | `clkcount$_SDFFCE_PN1N_` |
| Slew Limit Fails | `0` |
| Crit end category | `register` |
| Largest net degree at the start of global routing | `19` |
| GRT Resource Usage Total | `3.52%` |
| Die Y | `80 microns` |
| Registers, synthesis | `20` |
| Wirelength, routed | `around 1200 microns` |
| Outcome | `finished clean` |
| Required time at the worst-slack endpoint | `1.98 ns` |
| DIE WIDTH | `approximately 80 microns` |
| Register pins left without a clock | `16` |
| Clock latency on the worst-skew pair | `around 0.23 ns` |
| Synth Seq Share | `roughly three fifths` |
| Leak Pwr | `~0.41 nW` |
| Worst r2r src | `clkcount$_SDFFCE_PN1N_` |
| Post-synth mux share | `4.55%` |
| Total CTS buffers | `3` |
| Comb power frac | `roughly 28%` |
| Core area | `around 3400 sq um` |
| CP arrival | `~1.3 ns` |
| Drt wl/cell | `9.66 microns` |
| Hold depth | `1` |
| RSZ-0062 raised after global routing | `no` |
| Layout Skew | `0.000119 ns` |
| Worst-path clk slew | `0.04 ns` |
| I/O pins | `24` |
| Synth cell types | `22` |
| Initial DRC Count | `29` |
| Max VDD drop | `between 0.2 and 0.25 mV` |
| Hpwl dp | `978 microns` |
| Hold Fails Final Rpt | `0` |
| Share of power burned in the clock network | `29.9%` |
| PD cells | `around 340 nW/um^2` |
| Finished Core Util | `between 20% and 30%` |
| Die area | `6400 sq um` |
==> Yosys cell counts (all sizes together) <==
cell	instances	area share [%]
clkbuf	2	1.0
a21oi	2	1.3
mux2	3	4.6
conb	1	0.51
nand2	2	1.0
o22a	1	1.2
a221oi	1	1.2
edfxtp	4	16
nand2b	1	0.84
a2111oi	1	2.0
inv	7	3.5
ha	5	8.4
a221o	1	1.3
a22oi	1	1.0
dfxtp	16	43
nor2b	1	0.84
a21o	3	3.0
nor2	6	3.0
buf	4	3.7
o21ai	3	2.0
==> kinds of logic (layout without fill, tap and decap cells) <==
| logic type | count (synthesis) | in the layout |
|---|---|---|
| adder cells (fa/ha/maj) | 5 | 5 |
| other | 1 | 1 |
| buffers and inverters | 13 | 29 |
| AND-OR/OR-AND | 13 | 13 |
| multiplexers | 3 | 3 |
| flip-flops | 20 | 20 |
| AND/OR/NAND/NOR | 10 | 10 |
==> power groups by stage <==
stage	clock [mW]	combinational [mW]	sequential, mW
CTS	0.103	0.0938	0.140
global route	0.107	0.105	0.143
finish	0.0987	0.0918	0.140
==> worst max-delay path by stage <==
stage	start	to	slack, ns	cells after the start
after global routing	setValue	current[0]$_DFFE_PP_	0.63	2
after CTS	setValue	current[2]$_DFFE_PP_	0.68	2
final	setValue	current[2]$_DFFE_PP_	0.67	2
==> cell usage in the layout (no fill, tap or decap) <==
master and count:
nand2b_1 1, a21o_1 3, a2111oi_2 1, conb_1 1, a221o_1 1, mux2_2 3
a22oi_1 1, o21ai_0 3, dfxtp_1 16, nand2_1 2, inv_2 1, inv_1 6
clkdlybuf4s50_1 19, nor2b_1 1, edfxtp_1 4, a221oi_1 1, o22a_1 1, ha_1 5
clkbuf_4 3, nor2_1 6, a21oi_1 2
==> layer usage <==
| metal | routed length [microns] | vias to the layer above | GRT usage, % |
|---|---|---|---|
| met3 | 221 | 0 | 2.39 |
| li1 | - | 245 | - |
| met4 | 0 | 0 | 0.704 |
| met5 | 0 | - | 0 |
| met2 | 432 | 20 | 4.65 |
| met1 | 573 | 207 | 4.64 |
==> per-stage QoR <==
step	worst slack, ns	instance area, sq um
after floorplan	1.03	742
after global placement	0.438	955
after detailed placement	0.431	955
after CTS	0.681	977
after global routing	0.633	977
final	0.665	977
==> sequential cells by signal (all words and copies together), names as in the netlist <==
name          count
FirstLetter       4
next              3
FourthLetter      2
SecondLetter      3
current           3
ThirdLetter       4
clkcount          1
==> cell type report <==
class / count / area, sq um
Sequential cell: 20 / 440
Timing Repair Buffer: 19 / 190
Inverter: 7 / 26.3
Multi-Input combinational cell: 32 / 240
Tap cell: 46 / 57.6
Fill cell: 366 / 2440
Clock buffer: 3 / 22.5
No activity file was given, so power comes from the tool's default toggle rates.
