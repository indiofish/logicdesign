File: config.mk
export PLATFORM = sky130hd
export DESIGN_NAME = Watch
export DESIGN_NICKNAME = Watch
export VERILOG_FILES = /design/flow/design.v
export SDC_FILE = /design/flow/constraint.sdc
export NUM_CORES = 4
export LEC_CHECK = 1
export CORE_AREA = 10 10 98 98
export DIE_AREA = 0 0 108 108
File: constraint.sdc
current_design Watch

set clk_period 2.3
set clk_io_pct 0.2

create_clock -name clk0 -period $clk_period [get_ports {clk}]

set non_clock_inputs [all_inputs -no_clocks]
set_input_delay [expr $clk_period * $clk_io_pct] -clock clk0 $non_clock_inputs
set_output_delay [expr $clk_period * $clk_io_pct] -clock clk0 [all_outputs]
File: design.v
module Mod2Counter(
  output[3:0] number,
  output cout,
  input start_resume,reset, stop, clk
);
reg [3:0] current, next;
reg [3:0] number;
reg cout;
parameter zero =4'b0000,
  one=4'b0001;
always @(current or start_resume or reset or stop) 
begin
  if(start_resume==1 && current != one)
  begin
    if  (current == zero)
    begin
      cout = 1;
    end
    else
    begin
      cout = 0;
    end
    next=current + 1;
    number=current;
  end
  else if(start_resume==0)
  begin
    cout = 0;
    next=current;
    number=current;
  end
  else if(stop==1)
  begin
    cout = 0;
    next=current;
    number=current;
  end
  else if(reset==1) 
  begin
    cout = 0;
    next=zero;
    number=current;
  end
  if(current == one)
  begin
    next = zero;
    cout = 0;
    number = current;
  end
end
always @(posedge clk)
begin
  begin
    if(reset==1)
      current <= zero;
    else
      current <= next;
  end
end
endmodule
module Mod13Counter(
  output[3:0] number,
  output cout,
  input start_resume,reset, stop, clk
);
reg [3:0] current, next;
reg [3:0] number;
reg cout;
parameter zero =4'b0000,
  one=4'b0001,
  two=4'b0010,
  three=4'b0011,
  four=4'b0100,
  five=4'b0101,
  six=4'b0110,
  seven=4'b0111,
  eight=4'b1000,
  nine=4'b1001,
  ten=4'b1010,
  eleven = 4'b1011,
  twelve = 4'b1100;
always @(current or start_resume or reset or stop) 
begin
  if(start_resume==1 && current != twelve)
  begin
    if  (current == zero)
    begin
      cout = 1;
    end
    else
    begin
      cout = 0;
    end
    next=current + 1;
    number=current%10;
  end
  else if(start_resume==0)
  begin
    cout = 0;
    next=current;
    number=current%10;
  end
  else if(stop==1)
  begin
    cout = 0;
    next=current;
    number=current%10;
  end
  else if(reset==1) 
  begin
    cout = 0;
    next=zero;
    number=current%10;
  end
  if(current == twelve)
  begin
    next = zero;
    cout = 0;
    number = current%10;
  end
end
always @(posedge clk)
begin
  begin
    if(reset==1)
      current <= zero;
    else
      current <= next;
  end
end
endmodule
module Mod6Counter(
  output[3:0] number,
  output cout,
  input start_resume,reset, stop, clk
);
reg [3:0] current, next;
reg [3:0] number;
reg cout;
parameter zero =4'b0000,
  one=4'b0001,
  two=4'b0010,
  three=4'b0011,
  four=4'b0100,
  five=4'b0101,
  six=4'b0110,
  seven=4'b0111,
  eight=4'b1000,
  nine=4'b1001;
always @(current or start_resume or reset or stop) 
begin
  if(start_resume==1 && current != five)
  begin
    if  (current == zero)
    begin
      cout = 1;
    end
    else
    begin
      cout = 0;
    end
    next=current + 1;
    number=current;
  end
  else if(start_resume==0)
  begin
    cout = 0;
    next=current;
    number=current;
  end
  else if(stop==1)
  begin
    cout = 0;
    next=current;
    number=current;
  end
  else if(reset==1) 
  begin
    cout = 0;
    next=zero;
    number=current;
  end
  if(current == five)
  begin
    next = zero;
    cout = 0;
    number = current;
  end
end
always @(posedge clk)
begin
  begin
    if(reset==1)
      current <= zero;
    else
      current <= next;
  end
end
endmodule
module Mod10Counter(
  output[3:0] number,
  output cout,
  input start_resume,reset, stop, clk
);
reg [3:0] current, next;
reg [3:0] number;
reg cout;
parameter zero =4'b0000,
  one=4'b0001,
  two=4'b0010,
  three=4'b0011,
  four=4'b0100,
  five=4'b0101,
  six=4'b0110,
  seven=4'b0111,
  eight=4'b1000,
  nine=4'b1001;
always @(current or start_resume or reset or stop) 
begin
  if(start_resume==1 && current != nine)
  begin
    if  (current == zero)
    begin
      cout = 1;
    end
    else
    begin
      cout = 0;
    end
    next=current + 1;
    number=current;
  end
  else if(start_resume==0)
  begin
    cout = 0;
    next=current;
    number=current;
  end
  else if(stop==1)
  begin
    cout = 0;
    next=current;
    number=current;
  end
  else if(reset==1) 
  begin
    cout = 0;
    next=zero;
    number=current;
  end
  if(current == nine)
  begin
    next = zero;
    cout = 0;
    number = current;
  end
end
always @(posedge clk)
begin
  begin
    if(reset==1)
      current <= zero;
    else
      current <= next;
  end
end
endmodule
module Watch (
  output wire[3:0] hr1, hr0, min1, min0, sec1, sec0,
  input start_resume,reset, stop, clk, setTime
);
wire min1clk, h0clk, h1clk;
Mod10Counter Sec0(sec0,);
Mod10Counter Min0(min0,min1clk,start_resume,reset,stop,clk);
Mod6Counter Min1(min1,h0clk,start_resume,reset,stop,min1clk);
Mod13Counter Hr0(hr0,h1clk,start_resume,reset,stop,h0clk);
Mod2Counter Hr1(hr1,,start_resume,reset,stop,h1clk);
endmodule
File: run.sh
#!/bin/bash
# OpenROAD 26Q1-2900-gdf79404cd8, Yosys 0.63+post, stock flow scripts
make -C /OpenROAD-flow-scripts/flow DESIGN_CONFIG=/design/flow/config.mk WORK_HOME=/design/flow/orfs finish
==> ci_impl_report.md <==
### Yosys + OpenROAD results

| Metric | Value |
|---|---|
| Status | `completed` |
| Global-route wire length before repair | `3988 µm` |
| N_diodes | `0` |
| Via-per-instance ratio | `3.236` |
| Synth area leader | `dlxtn_1` |
| Tool warnings | `35` |
| Top layer in use | `met4` |
| Yosys xor share | `~2.7%` |
| GRT Total Usage | `4.168%` |
| AO/OA Area Share | `around 6.5%` |
| Global route total overflow | `0` |
| Cell count after placement | `311` |
| Fin crit share | `around 84%` |
| Setup crit end kind | `output port` |
| Vias in the first global route | `about 900` |
| Slew Limit Fails | `0` |
| Simple-Gate Fraction of Synth Area | `about a fifth` |
| Cell Type Count | `30` |
| Crit path from | `Min0.current[2]` |
| Pwr/cell area | `152.8 nW/µm²` |
| DRC Markers | `0` |
| Dpl hpwl | `1985 µm` |
| Fin crit period | `1.924 ns` |
| CTS root buf | `clkbuf_8` |
| Synth Area in Adders | `10.04%` |
| Hold-fix buffers at CTS | `0` |
| Post-Synthesis Cell Area | `1620 µm²` |
| Met3 Routed Length | `132 µm` |
| Post-Route Utilization | `26.80%` |
| Die Wd | `108 µm` |
| Post-synth mux share | `1.853%` |
| R2R setup slack | `approximately 0.8 ns` |
| Post-CTS Setup Bufs | `0` |
| Area share, top type | `32.43%` |
| Worst Hold Class | `input pin to flop` |
| P&R area growth vs syn | `26.49%` |
| CP peak stage delay | `0.46 ns` |
| Worst R2R Start | `Min0.current[1]` |
| Row count | `32` |
| Endpoints left unconstrained | `approximately 59` |
| Share of layout cells above drive strength 1 | `9.434%` |
| Peak supply drop | `0.3333 mV` |
| Floorplan utilization | `21.19%` |
| Avg Inst Size Synth | `10.13 µm²` |
| Synth flops | `51` |
| Final hold viol count | `0` |
| CTS tree | `built` |
| Crit Path Category | `flop to output port` |
| Die Ht | `~110 µm` |
| DR pass1 iterations | `4` |
| Critical Path Fanout Max | `7` |
| Initial antenna violation count | `0` |
| Via count | `1,016` |
| Routed Antenna Nets | `0` |
| CP Cell Sequence | `dlxtn_1 > clkdlybuf4s50_1` |
| Post-synthesis cell count | `160` |
| Cell Count, Final, Fillers Out | `314` |
| GPL Wtd Cong | `0.7474` |
| Chip area | `between 10,000 and 15,000 µm²` |
| Largest net degree at the start of global routing | `23` |
| Max clock buf depth | `2` |
| Startpoint types | `flop` |
| Iter 0 DRT Violations | `11` |
| Worst Hold Launch | `reset` |
| CTS clk-pin slew, worst paths | `0.03 ns` |
| Slowest cell on the critical path | `clkdlybuf4s50_1` |
| Max cap viols | `0` |
| Yosys warns | `12` |
| H-tree levels | `1` |
| Ys cells | `between 150 and 200` |
| Register pins left without a clock | `47` |
| Routed wire length | `2380 µm` |
| Worst Path Required | `1.84 ns` |
| Wl on met1 | `1090 µm` |
| FMAX | `519.7 MHz` |
| Leakage dissipation | `0.0009600 µW` |
| CP delay by family, top | `buffers and inverters` |
| Metal2 WL | `1147 µm` |
| Worst path arrival time | `1.46 ns` |
| Synthesis area per yosys | `~1600 µm²` |
| Post-Place Cell Area | `2008 µm²` |
| Io pins | `29` |
| Buffers plus inverters on the worst setup path | `1` |
| Sum Neg Setup Slack | `0 ns` |
| Top cells, area | `dlxtn_1 32%, dfxtp_1 20%, ha_1 10%, and2b_2 7.6%, buf_4 4.2%` |
| Cts bufs inserted | `3` |
| Core Region | `approximately 7600 µm²` |
| RSZ-0062 raised after global routing | `false` |
| Post-CTS Resized | `0` |
| Final setup viols | `0` |
| Input/output buffers | `18` |
| Final non-filler cell area | `2049 µm²` |
| Largest logic family | `simple AND/OR/NAND/NOR gates` |
| WL/cell | `approximately 7.6 µm` |
[placed cells by master, fill, tap and decap left out, types with 3 or more instances in the layout]
cell             count
nand3_1              6
nor2b_1              3
dfxtp_1             16
conb_1              43
o21ai_0              7
nand4_1              3
nor2_1               6
xnor2_1              5
inv_1                8
ha_1                13
dlxtn_1             35
mux2i_1              3
nand2_1              9
and2b_2             14
clkbuf_8             3
nor4bb_1             3
clkdlybuf4s50_1     18
[registers in the layout, indices dropped and copies added (netlist names)]
| signal | flops |
|---|---|
| Min1.number | 4 |
| Min0.number | 4 |
| Hr0.current | 4 |
| Min0.cout | 1 |
| Hr1.number | 4 |
| Min0.current | 4 |
| Min0.next | 4 |
| Min1.next | 4 |
| Min1.current | 4 |
| Hr1.next | 4 |
| Hr0.cout | 1 |
| Min1.cout | 1 |
| Hr1.current | 4 |
| Hr0.next | 4 |
| Hr0.number | 4 |
[logic make-up (layout without fill, tap and decap cells)]
group	count (synthesis)	count (layout)
AND/OR/NAND/NOR	49	49
latches	35	35
buffers and inverters	21	31
AND-OR/OR-AND	17	17
flip-flops	16	16
adder cells (fa/ha/maj)	13	13
XOR/XNOR	5	5
multiplexers	3	3
other	1	43
[worst reg2reg max path, cell delays in order, from the launching register on]
cell     delay (ns)
dfxtp_1        0.38
inv_1          0.08
ha_1           0.19
nand2_1        0.09
nand3_1        0.07
o21ai_0        0.14
dlxtn_1        0.34
and2b_2        0.12
[Yosys cell counts]
cell type	number
a211oi_2	1
a21o_1	1
a21oi_1	2
a22oi_1	1
a31oi_1	2
and2b_2	14
buf_2	2
buf_4	9
buf_6	1
clkbuf_1	1
conb_1	1
dfxtp_1	16
dlxtn_1	35
ha_1	13
inv_1	8
mux2i_1	3
nand2_1	9
nand2b_1	2
nand3_1	6
nand3b_1	1
nand4_1	3
nor2_1	6
nor2b_1	3
nor3_1	2
nor4bb_1	3
o211ai_1	1
o21a_1	1
o21ai_0	7
o21ai_1	1
xnor2_1	5
[power by group]
part	internal [µW]	total (µW)	switching, µW	leakage (µW)
clock network	111	143	32.3	0.0000216
registers	110	117	6.95	0.000402
logic	25.9	52.3	26.4	0.000536
total	248	313	65.7	0.000960
[metal layers]
layer / vias up / track usage [%]
li1: 577 / -
met1: 425 / 5.356
met2: 12 / 6.983
met3: 2 / 1.386
met4: 0 / 0.2863
met5: - / 0
[stage by stage]
| step | hold slack (ns) | power, µW | setup slack [ns] |
|---|---|---|---|
| floorplan | 0.6682 | 163.2 | 0.9189 |
| global placement | 1.411 | 171.4 | 0.2916 |
| detailed placement | 1.434 | 173.0 | 0.2655 |
| CTS | 1.199 | 320.8 | 0.3446 |
| global route | 1.207 | 334.4 | 0.3154 |
| finish | 1.155 | 313.2 | 0.3758 |
[worst paths after layout]
kind | endpoint | cells after the start
worst max-delay path | min0[2] | 2
worst min-delay path | Min0.current[1] | 2
worst max register to register | Min0.current[2] | 7
[cell type report]
cell class	instances	area, µm²
inverters	8	30.03
fillers	783	5598
repair buffers	20	195.2
flip-flops and latches	51	845.8
multi-input cells	130	809.5
clock buffers	3	41.29
well taps	102	127.6
Power figures rest on the tool's default switching activity, not on a simulated workload.
