==> flow/design.v <==
module stopwatch(
  output[3:0] number,
  input start_resume,reset, stop, clk
);
reg [3:0] current, next;
reg [3:0] number;
parameter zero =4'b0000,
  one=4'b0001,
  two=4'b0010,
  three=4'b0011,
  four=4'b0100,
  five=4'b0101,
  six=4'b0110,
  seven=4'b0111,
  eight=4'b1000,
  nine=4'b1001;
always @(current or start_resume or reset or stop) 
begin
  case (current)
    zero: if(start_resume==1) 
    begin
      next=one;
      number=4'b0001;
    end
    else if(start_resume==0)
    begin
      next=zero;
      number=4'b0000;
    end
    else if(stop==1)
    begin
      next=zero;
      number=4'b0000;
    end
    else if(reset==1)
    begin
      next=zero;
      number=4'b0000;
    end
    one: if(start_resume == 1)
    begin
      next = two;
      number = 4'b0010;
    end
    else if(start_resume==0)
    begin
      next=current;
      number=4'b0001;
    end
    else if(stop==1)
    begin
      next=zero;
      number=4'b0000;
    end
    else if(reset==1) 
    begin
      next=zero;
      number=4'b0000;
    end
    two: if(start_resume==1)
    begin
      next=three;
      number=4'b0011;
    end
    else if(start_resume==0)
    begin
      next=current;
      number=4'b0010;
    end
    else if(stop==1)
    begin
      next=current;
      number=4'b0010;
    end
    else if(reset==1)
    begin
      next=zero;
      number=4'b0000;
    end
    three: if(start_resume==1)
    begin
      next=four;
      number=4'b0100;
    end
    else if(start_resume==0)
    begin
      next=current;
      number=4'b011;
    end
    else if(stop==1)
    begin
      next=current;
      number=4'b0011;
    end
    else if(reset==1)
    begin
      next=zero;
      number=4'b0000;
    end
    four: if(start_resume==1)
    begin
      next=five;
      number=4'b0101;
    end
    else if(start_resume==0)
    begin
      next=current;
      number=4'b0100;
    end
    else if(stop==1)
    begin
      next=current;
      number=4'b0100;
    end
    else if(reset==1)
    begin
      next=zero;
      number=4'b0000;
    end
    five: if(start_resume==1)
    begin
      next=six;
      number=4'b0110;
    end
    else if(start_resume==0)
    begin
      next=current;
      number=4'b0101;
    end
    else if(stop==1)
    begin
      next=current;
      number=4'b0101;
    end
    else if(reset==1)
    begin
      next=zero;
      number=4'b0000;
    end
    six: if(start_resume==1)
    begin
      next=seven;
      number=4'b0111;
    end
    else if(start_resume==0)
    begin
      next=current;
      number=4'b0110;
    end
    else if(stop==1)
    begin
      next=current;
      number=4'b0110;
    end
    else if(reset==1) 
    begin
      next=zero;
      number=4'b0000;
    end
    seven: if(start_resume==1)
    begin
      next=eight;
      number=4'b1000;
    end
    else if(start_resume==0)
    begin
      next=current;
      number=4'b0111;
    end
    else if(stop==1)
    begin
      next=current;
      number=4'b0111;
    end
    else if(reset==1) 
    begin
      next=zero;
      number=4'b0000;
    end
    eight: if(start_resume==1)
    begin
      next=nine;
      number=4'b1001;
    end
    else if(start_resume==0)
    begin
      next=current;
      number=4'b1000;
    end
    else if(stop==1)
    begin
      next=current;
      number=4'b1000;
    end
    else if(reset==1) 
    begin
      next=zero;
      number=4'b0000;
    end
    nine: if(start_resume==1)
    begin
      next=zero;
      number=4'b0000;
    end
    else if(start_resume==0)
    begin
      next=current;
      number=4'b1001;
    end
    else if(stop==1)
    begin
      next=current;
      number=4'b1001;
    end
    else if(reset==1) 
    begin
      next=zero;
      number=4'b0000;
    end
    default: number = 4'b0000;
  endcase
end
always @(posedge clk)
begin
  begin
    if(reset==1)
      current <= zero;
    else
      current <= next;
  end
end
endmodule
==> flow/run.sh <==
#!/bin/bash
# OpenROAD 26Q1-2900-gdf79404cd8, Yosys 0.63+post, stock flow scripts
make -C /OpenROAD-flow-scripts/flow DESIGN_CONFIG=/design/flow/config.mk WORK_HOME=/design/flow/orfs finish
==> flow/config.mk <==
export PLATFORM = sky130hd
export DESIGN_NAME = stopwatch
export DESIGN_NICKNAME = stopwatch
export VERILOG_FILES = /design/flow/design.v
export SDC_FILE = /design/flow/constraint.sdc
export NUM_CORES = 4
export LEC_CHECK = 1
export CORE_AREA = 10 10 70 70
export DIE_AREA = 0 0 80 80
==> flow/constraint.sdc <==
current_design stopwatch

set clk_period 3.3
set clk_io_pct 0.2

create_clock -name clk0 -period $clk_period [get_ports {clk}]

set non_clock_inputs [all_inputs -no_clocks]
set_input_delay [expr $clk_period * $clk_io_pct] -clock clk0 $non_clock_inputs
set_output_delay [expr $clk_period * $clk_io_pct] -clock clk0 [all_outputs]
==> notes.md <==
run metrics: fraction of final layout cells with drive strength greater than 1 19.1%, Worst Setup End Kind primary output, synthesis-to-finish area growth 40.6%, initial detailed-routing violation count 13, placed cell count 90, number of warnings the tools reported 26, crit path capture number[3], Post-DP HPWL 537 microns, final weighted congestion in routability-driven placement 0.751, number of remaining DRC errors 0, diode count 0, fraction of power spent switching nets 20.4%, distinct cell type count of the synthesized netlist 17, Tot Pwr 0.122 mW, register pins left without a clock 8, Int Pwr 0.0974 mW, number of global-route vias before repair 261, antenna violations before repair 0, run status completed, start point of the critical path start_resume, WS Path Type in2out, worst voltage drop across the vdd grid 0.0644 mV, Ys Warns 1, Chip Area, Yosys 373 sq um, total cells reported by yosys after synthesis 35, worst min-delay path class in2reg, setup bufs post-CTS 0, die extent in x 80 microns, number of unconstrained endpoints 8, maximum number of pins on one net before global-route repair 9, area inside the core boundary 0.00342 sq mm, number of top-level design ports 8, Tmin final 3.20 ns, Worst EP required 2.64 ns, Setup TNS 0 ns, Avg Cell Area, Syn 10.7 sq um, kind of start point of the critical path input port, TritonCTS clock tree yes, number of buffer cells added on primary ports 6, Max Transition Viols Final 0, total congestion overflow 0, number of cells produced by synthesis 35, flip-flop and latch count after synthesis 12, wire per inst 7.27 microns, switching power of the nets 0.0250 mW, min setup slack post-route 0.102 ns, count of endpoints failing setup in the final report 0, Final ANT Viol Nets 0, aggregate routed wire length 676 microns, Crit Path Max Fanout 7, floorplan row count 21, leakage component of the power 0.216 nW, Reg power frac 43.0%, die area 0.00640 sq mm, total track usage 2.07%, post-synth design cell area 373 sq um, total of hold buffers inserted after clock tree synthesis 0, number of detailed-route iterations in the first pass 4, fin crit share 96.9%, post-placement worst setup slack 0.102 ns, setup repair after global routing missed its margin no, total CTS buffers 3, fmax 0.313 GHz, fraction of power consumed by the clock network 49.9%, number of instances resized during post-cts repair 0, Final Hold Viols 0, worst-case clock buffer depth 2, share of power burned in combinational logic 7.1%, clock transition time at the flip-flop clock pins of the worst setup and hold paths 0.04 ns, total number of vias 279, CP arrival 2.54 ns, CTS H-tree lvls 1, global-route wire length before repair 1.06 mm, Root Driver clkbuf_4, power density of the placed cells 233 mW/mm^2, vertical die dimension 80 microns, Vias per Instance 3.00, share of the core filled with cells in the final layout 15.3%, non-filler cells in the finished layout 93, initial standard-cell utilization of the core 10.9%, number of max-capacitance violations reported 0
routing by layer:
metal / up-vias / routed length, microns / track usage, % / share of wire, %
met3: 0 / 34 / 1.14 / 5.0
met5: - / 0 / 0 / 0
met4: 0 / 0 / 0.528 / 0
met2: 4 / 351 / 3.61 / 52
met1: 129 / 291 / 2.08 / 43
li1: 146 / - / - / -
flip-flops by register name, summed over array words and instances, names as in the netlist:
| signal | cells |
|---|---|
| number | 4 |
| next | 4 |
| current | 4 |
stage by stage:
stage	hold slack, ns	cell area [sq um]
6_report	1.06	524
5_1_grt	1.07	524
4_1_cts	1.06	524
3_5_place_dp	1.31	502
3_3_place_gp	1.28	502
2_1_floorplan	0.732	384
cell type report:
cell class | instances | area [sq um]
clock buffers | 3 | 22.5
fillers | 400 | 2890
multi-input cells | 26 | 184
flip-flops and latches | 12 | 200
well taps | 46 | 57.6
repair buffers | 6 | 60.1
kinds of logic after synthesis:
kind of cell,count (synthesis),synth area share [%]
multiplexers,2,5.37
other,1,1.01
latches,8,32.2
AND/OR/NAND/NOR,10,19.1
AND-OR/OR-AND,10,20.8
flip-flops,4,21.5
worst max-delay path: stages:
cell and delay (ns):
clkdlybuf4s50_1 0.53, a211oi_1 0.35, a2bb2o_2 0.21, dlxtn_1 0.32
clkdlybuf4s50_1 0.46
how the worst min path moves through the flow:
stage     depth (start not counted)         end  start
4_1_cts                           2  current[2]  reset
5_1_grt                           2  current[2]  reset
6_report                          2  current[0]  reset
power groups by stage:
stage | clock network, mW | registers [mW] | logic [mW]
global route | 0.0666 | 0.0527 | 0.00981
finish | 0.0610 | 0.0526 | 0.00870
CTS | 0.0641 | 0.0526 | 0.00885
cells in the mapped netlist:
library cell  count  area, sq um
a211oi_1          1         7.51
a21bo_2           1         10.0
a21oi_1           3         15.0
a2bb2o_2          2         22.5
conb_1            1         3.75
dfxtp_1           4         80.1
dlxtn_1           8          120
mux2i_1           2         20.0
nand2b_1          1         6.26
nand2b_2          1         8.76
nand3_2           1         10.0
nand3b_1          1         7.51
nor2b_1           4         25.0
o211ai_1          2         15.0
o21a_1            1         7.51
or2_2             1         6.26
or2b_1            1         7.51
cell usage in the layout, fill, tap and decap left out, drive strengths merged:
cell / count
or2b: 1
nand3: 1
dlxtn: 8
or2: 1
nand2b: 2
nand3b: 1
mux2i: 2
a211oi: 1
a2bb2o: 2
o21a: 1
o211ai: 2
clkbuf: 3
a21oi: 3
a21bo: 1
dfxtp: 4
conb: 4
clkdlybuf4s50: 6
nor2b: 4
Power is estimated from default activity; no workload was simulated.
